--- design/flow/config.mk ---
export PLATFORM = sky130hd
export DESIGN_NAME = debounce
export DESIGN_NICKNAME = debounce
export VERILOG_FILES = /design/flow/design.v
export SDC_FILE = /design/flow/constraint.sdc
export NUM_CORES = 4
export LEC_CHECK = 1
export CORE_AREA = 10 10 97 97
export DIE_AREA = 0 0 107 107
--- design/flow/constraint.sdc ---
current_design debounce

set clk_period 3.9
set clk_io_pct 0.2

create_clock -name clk0 -period $clk_period [get_ports {clk}]

set non_clock_inputs [all_inputs -no_clocks]
set_input_delay [expr $clk_period * $clk_io_pct] -clock clk0 $non_clock_inputs
set_output_delay [expr $clk_period * $clk_io_pct] -clock clk0 [all_outputs]
--- design/flow/design.v ---
`timescale 1ns / 1ps
module debounce(
	input pb_1,input clk,output pb_out);
wire slow_clk;
wire Q1,Q2,Q2_bar,Q0;
clock_div u1(clk,slow_clk);
my_dff d0(slow_clk, pb_1,Q0 );
my_dff d1(slow_clk, Q0,Q1 );
my_dff d2(slow_clk, Q1,Q2 );
assign Q2_bar = ~Q2;
assign pb_out = Q1 & Q2_bar;
endmodule
module clock_div(input Clk_100M, output reg slow_clk
    );
    reg [26:0]counter=0;
    always @(posedge Clk_100M)
    begin
        counter <= (counter>=249999)?0:counter+1;
        slow_clk <= (counter < 125000)?1'b0:1'b1;
    end
endmodule
module my_dff(input DFF_CLOCK, D, output reg Q);
    always @ (posedge DFF_CLOCK) begin
        Q <= D;
    end
endmodule
--- design/flow/run.sh ---
#!/bin/bash
# OpenROAD 26Q1-2900-gdf79404cd8, Yosys 0.63+post, stock flow scripts
make -C /OpenROAD-flow-scripts/flow DESIGN_CONFIG=/design/flow/config.mk WORK_HOME=/design/flow/orfs finish
==> Implementation_results.wiki <==
== Run summary ==
{| class="wikitable"
! Metric !! Value
|-
| Vias in the first global route || 797
|-
| Number of unconstrained endpoints || 4
|-
| Share of cells above drive strength 1 || 15.0%
|-
| Most common cell after layout, fill and taps aside || sky130_fd_sc_hd__dfxtp_1
|-
| Clock transition at the registers of the reported paths || 0.09 ns
|-
| Final-report setup violation count || 0
|-
| Reported leakage power || 0.000499 uW
|-
| Count of warning messages emitted by the tools || 25
|-
| Post-DRT Antenna Nets || 0
|-
| Number of warnings issued by yosys || 2
|-
| Buffers from clock root to sink, at most || 2
|-
| Effective utilization at floorplan || 17.5%
|-
| Count of unresolved DRC violations after routing || 0
|-
| Flops & latches, synth || 31
|-
| Top Layout Cells || sky130_fd_sc_hd__dfxtp_1, sky130_fd_sc_hd__xor2_1, sky130_fd_sc_hd__nor3_2, sky130_fd_sc_hd__conb_1, sky130_fd_sc_hd__nand4_1
|-
| Resized Gates After CTS || 0
|-
| Row count || 31
|-
| Transition time of the tightest slew-check pin || 0.913 ns
|-
| Initial antenna violation count || 0
|-
| Clock tree root buffer cell || sky130_fd_sc_hd__clkbuf_8
|-
| # Max-Cap Violations || 0
|-
| Global-route wire length before repair || 3.64 mm
|-
| Register pins left without a clock || 3
|-
| Synth-to-layout area growth || 15.1%
|-
| CTS buffer count || 3
|-
| Post-Route Hold Slack || 0.483 ns
|-
| Pins Over Slew Limit || 0
|-
| Critical path capture point type || flop
|-
| Final Hold Violation Tally || 0
|-
| Post-detailed-routing wire length || 1.92 mm
|-
| Distinct cell type count after synthesis || 29
|-
| Maximum number of pins on one net before global-route repair || 19
|-
| Final estimated routing congestion in global placement || 0.802
|-
| Cell count in the Yosys report || 119
|-
| Period minus WS final || 1.94 ns
|-
| Upper clock frequency limit || 0.516 GHz
|-
| Number of standard cells after synthesis || 119
|-
| Post CTS Setup Buffer Count || 0
|-
| Clock tree from TritonCTS || done
|-
| Kind of path behind the tightest hold check || flop to flop
|-
| Total instance count after detailed placement || 222
|-
| Final clock skew || 0.00417 ns
|-
| GRT overflow || 0
|-
| Total routing resource utilization after global routing || 3.61%
|-
| Total of hold buffers inserted after clock tree synthesis || 0
|-
| Data required time at the worst endpoint || 4.02 ns
|-
| Final worst path period share || 49.6%
|-
| Max-Slew Margin vs Limit || 39.0%
|-
| Critical path start-end classification || flop to flop
|-
| Via Count || 817
|-
| Synthesized area divided by synthesized cell count || 10.7 sq um
|-
| Unrepaired setup endpoints after global routing || false
|-
| Final Cell Area || 0.00147 sq mm
|-
| Synthesized cell area || 0.00128 sq mm
|-
| Overall die area || 0.0114 sq mm
|-
| Height of the chip || 107 um
|-
| Power density over cell area || 354 mW/mm^2
|-
| Post-placement cell area || 0.00140 sq mm
|-
| Initial DRC count || 74
|-
| Post-synthesis sequential area ratio || 48.6%
|-
| Core region area || 0.00729 sq mm
|-
| Largest driver fanout on the critical path || 18
|-
| Data arrival, critical path || 2.06 ns
|-
| H-tree level count || 1
|-
| Die Width || 107 um
|-
| Clock insertion delay at the later pin of the skew report || 0.27 ns
|-
| Number of detailed-route iterations in the first pass || 3
|-
| Number of placed I/O pins || 3
|-
| Vias per Instance || 3.62
|-
| Tally of buffers added on design ports || 2
|-
| Sort of element at the start of the critical path || flop
|-
| Half-perimeter wire length after detailed placement || 1.34 mm
|-
| Worst voltage drop across the vdd grid || 0.000175 V
|-
| DR WL/cell || 8.51 um
|-
| Setup tns final || 0 ns
|-
| Cell Count, Final, Fillers Out || 226
|-
| Total antenna diodes in the routed design || 0
|-
| Result of the run || complete, no violations
|-
| Chip area in the Yosys report || 0.00128 sq mm
|}
## cells by family after synthesis
kind of cell,after synthesis,share of synthesized area [%]
buffers and inverters,7,4.71
DFF,31,48.6
adders and majority gates,1,0.980
xor gates and xnor gates,14,9.61
AOI/OAI and AO/OA,9,4.51
and+or+nand+nor,56,31.3
other,1,0.294
## final timing paths
kind,start,endpoint,slack [ns],depth (start not counted)
worst min-delay path,u1.counter[0],u1.counter[0],0.48,1
worst max-delay path,u1.counter[14],u1.counter[3],1.96,4
worst min register to register,u1.counter[0],u1.counter[0],0.48,1
worst max register to register,u1.counter[14],u1.counter[3],1.96,4
## state kept, by name, indices dropped and copies added (netlist names)
| name | cells |
|---|---|
| d2.Q | 1 |
| u1.slow_clk | 1 |
| d1.Q | 1 |
| d0.Q | 1 |
| u1.counter | 27 |
## cells in the mapped netlist (all sizes together)
master,number,share of area (%)
dfxtp,31,49
ha,1,0.98
nor2,5,1.5
a211oi,2,1.2
nand2,4,1.2
a311o,1,0.78
buf,7,4.7
nor3,17,11
nand3,5,2.0
and4,4,2.8
o21ai,3,1.2
nor2b,1,0.49
xor2,12,8.2
nor3b,2,2.1
a21oi,2,0.78
nor4b,1,1.2
o31ai,1,0.59
or3,4,2.0
and3,1,0.49
nor4,2,0.98
xnor2,2,1.4
nand4,9,5.6
and2,1,0.49
conb,1,0.29
## stage by stage
stage	setup WS [ns]	utilization, %	total power [uW]
finish	1.96	20.1	520
global route	1.76	20.1	540
CTS	1.94	20.1	525
detailed placement	1.96	19.2	302
global placement	1.98	19.2	301
floorplan	2.22	-	300
## final cells by class
cell class              count  area [sq um]
repair buffers              3          27.5
clock buffers               3          41.3
flip-flops and latches     31           621
well taps                  99           124
fillers                   824          5820
multi-input cells          89           626
clock inverters             1          30.0
## per-layer routing
layer  GRT usage [%]  part of all wire [%]  vias to the layer above
li1                -                     -                      434
met1            5.35                    54                      380
met2            5.53                    44                        3
met3           0.728                   2.2                        0
met4           0.290                     0                        0
met5               0                     0                        -
## critical path, cell delays in order (launching register included)
cell	delay, ns
sky130_fd_sc_hd__dfxtp_1	0.40
sky130_fd_sc_hd__nand4_1	0.16
sky130_fd_sc_hd__nor4b_2	0.29
sky130_fd_sc_hd__nor3b_4	0.82
sky130_fd_sc_hd__nor3_1	0.13
## power by group
part | leakage [uW] | switching [uW] | total, uW | internal [uW]
Clock | 0.0000357 | 87.4 | 225 | 137
Sequential | 0.000254 | 1.20 | 292 | 291
Combinational | 0.000209 | 1.42 | 2.77 | 1.34
Total | 0.000499 | 90.0 | 520 | 430
No activity file was given, so power comes from the tool's default toggle rates.
