File: run.sh
#!/bin/bash
# OpenROAD 26Q1-2900-gdf79404cd8, Yosys 0.63+post, stock flow scripts
make -C /OpenROAD-flow-scripts/flow DESIGN_CONFIG=/design/flow/config.mk WORK_HOME=/design/flow/orfs finish
File: config.mk
export PLATFORM = sky130hd
export DESIGN_NAME = Random
export DESIGN_NICKNAME = Random
export VERILOG_FILES = /design/flow/design.v
export SDC_FILE = /design/flow/constraint.sdc
export NUM_CORES = 4
export LEC_CHECK = 1
export CORE_AREA = 10 10 74 74
export DIE_AREA = 0 0 84 84
File: constraint.sdc
current_design Random

set clk_period 1.9
set clk_io_pct 0.2

create_clock -name clk0 -period $clk_period [get_ports {clk}]

set non_clock_inputs [all_inputs -no_clocks]
set_input_delay [expr $clk_period * $clk_io_pct] -clock clk0 $non_clock_inputs
set_output_delay [expr $clk_period * $clk_io_pct] -clock clk0 [all_outputs]
File: design.v
`timescale 1ns / 1ps
module Random(
    input clk,
    input reset,
    input enable,
    output reg [15:0] random_number,
    output reg valid
);
    reg [31:0] lfsr1, lfsr1_next;
    reg [31:0] lfsr2, lfsr2_next;
    reg [31:0] lfsr3, lfsr3_next;
    reg [3:0] counter;
    reg [3:0] counter_next;
    always @(posedge clk or posedge reset) begin
        if (reset) begin
            lfsr1 <= 32'h80000057;
            lfsr2 <= 32'h0000000B;
            lfsr3 <= 32'h00000101;
            counter <= 0;
            valid <= 0;
        end else begin
            if (enable) begin
                lfsr1_next = lfsr1 ^ (lfsr1 >> 7) ^ (lfsr1 >> 16) ^ (lfsr1 >> 30);
                lfsr2_next = lfsr2 ^ (lfsr2 >> 13) ^ (lfsr2 >> 23) ^ (lfsr2 >> 31);
                lfsr3_next = lfsr3 ^ (lfsr3 >> 11) ^ (lfsr3 >> 18) ^ (lfsr3 >> 29);
                lfsr1 <= lfsr1_next;
                lfsr2 <= lfsr2_next;
                lfsr3 <= lfsr3_next;
                counter_next = counter + 1;
                counter <= counter_next;
                if (counter == 4'b1111) begin
                    random_number <= (lfsr1[15:0] ^ lfsr2[15:0] ^ lfsr3[15:0]);
                    valid <= 1;
                end else begin
                    valid <= 0;
                end
            end else begin
                valid <= 0;
            end
        end
    end
endmodule
==> flow_metrics.py <==
# Generated from Yosys and OpenROAD reports
metrics = {
    "status": {
        "outcome": "complete, no violations",
    },
    "setup_path": {
        "timing.rr.start": "counter[0]$_DFFE_PP0P_",
        "arrival_ns": 1.03,
        "critPathBufInv": 1,
        "worstSetupPathType": "flop to output pin",
        "endpoint_kind": "output pin",
        "slowest_stage": "sky130_fd_sc_hd__clkdlybuf4s50_1",
        "critPathLaunchType": "flop",
        "timing.critical_path.cells": "clkdlybuf4s50_1",
        "timing.rr.end": "random_number[1]$_DFFE_PP_",
        "timing.critical_path.max_delay_family": "buffers and inverters",
        "worstPathRequired_ns": 1.52,
        "critical_path_fanout_max": 1,
        "critical_path.max_stage_delay_ns": 0.46,
        "timing.reg2reg.setup_slack_ns": 0.56,
        "r2r.worst_path.cells": 3,
    },
    "route": {
        "drcViolationCount": 0,
        "post_route_wl_mm": 1.050,
        "detail_route.vias_per_cell": 2.992,
        "routed_wire_length_per_instance_um": 8.824,
        "insertedDiodeCount": 0,
        "drt_first_pass_iters": 3,
        "num_vias": 356,
        "postRouteAntennaNets": 0,
        "detailedRoute.firstIterationViolations": 3,
    },
    "place": {
        "placement.io_buffers": 8,
        "detailedPlacementHpwl_um": 855.8,
        "placedCellCount": 115,
        "place.gp.congestion": 0.6995,
    },
    "cts": {
        "clkLatencyLatePin_ns": 0.24,
        "hold_buffers": 0,
        "cts_inserted_buffers": 3,
        "cts_setup_buffers": 0,
        "htree_levels": 1,
        "clk_pin_slew_worst_paths_ns": 0.06,
        "cts-root-buf": "sky130_fd_sc_hd__clkbuf_8",
        "cts_tree": "built",
        "clockBufferDepth": 2,
        "clkSinkCount": 17,
        "ctsResizeCount": 0,
    },
    "global_route": {
        "grt_start_max_net_pins": 13,
        "antenna_found_initial": 0,
        "grt.total_usage_pct": 2.994,
        "grt_first_pass_wirelength_mm": 1.800,
        "first_global_vias": 378,
        "grt_overflow": 0,
    },
    "yosys": {
        "synth_sequential_area_ratio_pct": 60.07,
        "area_figure_in_the_yosys_stat_output_sq_um": 752.0,
        "average_size_of_a_mapped_cell_sq_um": 12.75,
        "synthesis.yosys.warnings": 1,
        "yosys.area_share.adder_pct": 1.664,
        "syn-instance-count": 59,
        "synthMuxAreaShare_pct": 1.498,
        "post_synth_num_cell_types": 16,
        "ys_seq_elements": 17,
        "post_synth_main_logic_family": "buffers and inverters",
        "synth.cellmix.simpleShare_pct": 7.321,
        "synth_stat.cells": 59,
        "synth_area_in_compound_gates_pct": 0,
        "synth.cell_area_sq_um": 752.0,
        "synthXorXnorAreaFrac_pct": 13.98,
    },
    "timing": {
        "fin_crit_ns": 1.406,
        "slew_violations": 0,
        "setup_viol_count_final": 0,
        "tcrit_tclk_final_pct": 74.00,
        "timing_hold_violations_final": 0,
        "hold-worst-slack_ns": 0.4722,
        "skew_ns": 0.0008861,
        "tns_ns": 0,
        "peak_freq_mhz": 711.2,
        "grt_setup_unrepaired": "no",
    },
    "job": {
        "drv_cap": 0,
        "warning_count": 25,
    },
    "worst_hold_path": {
        "hold_start": "counter[3]$_DFFE_PP0P_",
        "min_path_type": "flop to flop",
        "min_delay_path_depth": 1,
        "worst_hold_path.endpoint": "counter[3]$_DFFE_PP0P_",
    },
    "pwr": {
        "max-vdd-ir-drop_v": 0.0003536,
        "leakage_nw": 0.3741,
        "pwr_total_mw": 1.192,
        "power.density_nw_per_um2": 1341,
    },
    "floorplanning": {
        "number_of_top_level_pins": 20,
        "chip_area_sq_um": 7056,
        "cell_rows": 23,
        "chipHeight_um": 84,
        "core_sq_um": 3971,
        "fp_util_pct": 18.94,
        "fp.dieW_um": 84,
    },
    "finish": {
        "fillerInstances": 430,
        "final_layout_size_suffix_gt1_share_pct": 13.04,
        "fin_cells": 119,
        "area_delta_synth_final_pct": 18.14,
        "final_layout_top_logic_cells": "11 x sky130_fd_sc_hd__conb_1, 11 x sky130_fd_sc_hd__dfrtp_1, 8 x sky130_fd_sc_hd__xnor2_1, 8 x sky130_fd_sc_hd__clkdlybuf4s50_1, 6 x sky130_fd_sc_hd__nand2_1",
    },
}
[synth_stat cells]
| cell type | number | area share, % |
|---|---|---|
| sky130_fd_sc_hd__buf_4 | 11 | 11 |
| sky130_fd_sc_hd__buf_6 | 1 | 1.5 |
| sky130_fd_sc_hd__conb_1 | 2 | 1.0 |
| sky130_fd_sc_hd__dfrtp_1 | 11 | 37 |
| sky130_fd_sc_hd__dfstp_2 | 1 | 3.5 |
| sky130_fd_sc_hd__edfxtp_1 | 5 | 20 |
| sky130_fd_sc_hd__ha_1 | 1 | 1.7 |
| sky130_fd_sc_hd__inv_1 | 4 | 2.0 |
| sky130_fd_sc_hd__mux2_1 | 1 | 1.5 |
| sky130_fd_sc_hd__nand2_1 | 6 | 3.0 |
| sky130_fd_sc_hd__nand2_2 | 1 | 0.83 |
| sky130_fd_sc_hd__nand4_2 | 1 | 1.7 |
| sky130_fd_sc_hd__nor2_1 | 1 | 0.50 |
| sky130_fd_sc_hd__nor3_2 | 1 | 1.3 |
| sky130_fd_sc_hd__xnor2_1 | 8 | 9.3 |
| sky130_fd_sc_hd__xor2_1 | 4 | 4.7 |
[registers in the layout (all words and copies together) (netlist names)]
signal and cells:
valid 1, random_number 5, counter 4, lfsr1 7
[per-layer routing]
layer	global-route usage [%]	vias up	part of all wire, %
met1	4.254	161	50
li1	-	178	-
met2	3.693	17	39
met4	0.3044	0	0
met3	2.067	0	11
met5	0	-	0
[cell families (layout without fill, tap and decap cells)]
kind of cell,count (synthesis),count (layout)
muxes,1,1
xor gates and xnor gates,12,12
buffers and inverters,16,17
DFF,17,17
other,2,11
adders and majority gates,1,1
and+or+nand+nor,10,10
[how the worst max path moves through the flow]
| stage | from | endpoint | slack (ns) | cells after the start |
|---|---|---|---|---|
| finish | random_number[8]$_DFFE_PP_ | random_number[8] | 0.49 | 1 |
| global route | random_number[3]$_DFFE_PP_ | random_number[3] | 0.43 | 1 |
| CTS | random_number[8]$_DFFE_PP_ | random_number[8] | 0.47 | 1 |
[stage by stage]
stage                     utilization, %  worst slack [ns]  cell area (sq um)
final                              22.37            0.4940              888.4
after detailed placement           21.20            0.2305              842.1
after global routing               22.37            0.4300              888.4
after global placement             21.20            0.2468              842.1
after floorplan                        -            0.6539              785.8
after CTS                          22.37            0.4725              888.4
[power by group]
part           switching [mW]  internal [mW]
clock network           0.109          0.145
registers               0.118          0.537
logic                   0.115          0.167
[final cells by class]
| cell class | instances | area [sq um] | share of cell area, % |
|---|---|---|---|
| flip-flops and latches | 17 | 451.7 | 50.85 |
| multi-input cells | 35 | 225.2 | 25.35 |
| repair buffers | 9 | 87.58 | 9.859 |
| well taps | 50 | 62.56 | 7.042 |
| clock buffers | 3 | 41.29 | 4.648 |
| inverters | 4 | 15.01 | 1.690 |
| clock inverters | 1 | 5.005 | 0.5634 |
No activity file was given, so power comes from the tool's default toggle rates.
