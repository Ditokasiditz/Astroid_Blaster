## flow/design.v

```verilog
`timescale 1ns / 1ps
module score(
  input [31:0] score,
  input clk,
  output reg [6:0] seg_a, seg_b, seg_c, seg_d, seg_e, seg_f, seg_g
);
  reg [3:0] digit_selector;
  reg [6:0] seven_segment_data;
  reg [6:0] seven_segment_data_text;  
  always @(posedge clk) begin
    digit_selector <= (digit_selector == 3) ? 0 : digit_selector + 1;
    case(digit_selector)
      0: seven_segment_data <= 7'b1000000;  
      1: seven_segment_data <= 7'b1111001;  
      2: seven_segment_data <= 7'b0100100;  
      3: seven_segment_data <= 7'b0110000;  
      default: seven_segment_data <= 7'b1111111;  
    endcase
      case(digit_selector)
        0: seven_segment_data_text <= 7'b0111101;  
        1: seven_segment_data_text <= 7'b1001000;  
        2: seven_segment_data_text <= 7'b1001000;  
        3: seven_segment_data_text <= 7'b0111101;  
        default: seven_segment_data_text <= 7'b1111111;  
    endcase
    case(digit_selector)
      0: begin seg_a <= seven_segment_data[0]; seg_b <= seven_segment_data[1]; seg_c <= seven_segment_data[2]; seg_d <= seven_segment_data[3]; end
      1: begin seg_a <= seven_segment_data[0]; seg_b <= seven_segment_data[1]; seg_c <= seven_segment_data[2]; seg_d <= seven_segment_data[3]; end
      2: begin seg_a <= seven_segment_data[0]; seg_b <= seven_segment_data[1]; seg_c <= seven_segment_data[2]; seg_d <= seven_segment_data[3]; end
      3: begin seg_a <= seven_segment_data[0]; seg_b <= seven_segment_data[1]; seg_c <= seven_segment_data[2]; seg_d <= seven_segment_data[3]; end
      default: begin seg_a <= 1'b0; seg_b <= 1'b0; seg_c <= 1'b0; seg_d <= 1'b0; end
    endcase
  end
endmodule
```

## flow/run.sh

```bash
#!/bin/bash
# OpenROAD 26Q1-2900-gdf79404cd8, Yosys 0.63+post, stock flow scripts
make -C /OpenROAD-flow-scripts/flow DESIGN_CONFIG=/design/flow/config.mk WORK_HOME=/design/flow/orfs finish
```

## flow/config.mk

```make
export PLATFORM = sky130hd
export DESIGN_NAME = score
export DESIGN_NICKNAME = score
export VERILOG_FILES = /design/flow/design.v
export SDC_FILE = /design/flow/constraint.sdc
export NUM_CORES = 4
export LEC_CHECK = 1
export CORE_AREA = 10 10 70 70
export DIE_AREA = 0 0 80 80
```

## flow/constraint.sdc

```tcl
current_design score

set clk_period 1.6
set clk_io_pct 0.2

create_clock -name clk0 -period $clk_period [get_ports {clk}]

set non_clock_inputs [all_inputs -no_clocks]
set_input_delay [expr $clk_period * $clk_io_pct] -clock clk0 $non_clock_inputs
set_output_delay [expr $clk_period * $clk_io_pct] -clock clk0 [all_outputs]
```

==> results.txt <==
run metrics: status=finished clean, kind of critical path=register to register, Post-CTS Setup Bufs=0, detailed placement HPWL=slightly below 1000 um, largest net degree at the start of global routing=7, crit path max-delay cell type=or4_4, final global-route overflow total=0, number of diodes=0, Crit path required time=about 1800 ps, Clock Pin Slew Worst Setup and Hold Paths=60 ps, fin crit period=between 1500 and 2000 ps, Placed Area=636.9 um2, design area=roughly 670 um2, Setup TNS=0 ps, CTS buffer count=3, most numerous logic cell after layout=conb_1, sequential fraction of the synthesis area=between 20% and 30%, vias per std cell=between 2 and 3, vias in the first global route=approximately 410, ys flops=10, CP max stage delay=approximately 560 ps, io pins=82, H-tree Lvls=1, logic area=roughly 320 um2, min-delay src=seven_segment_data[0], Hold Crit Depth=1, final tally of hold violations=0, Max Root-Sink Buffers=2, drt first pass iters=3, Routability Congestion=0.6496, Hold WC Path Type=register to register, number of cells in Yosys stat=80, maximum VDD drop=0.2702 mV, reg-to-reg slack, setup=between 90 and 100 ps, worst reg2reg path depth=4, DRC Markers=0, Antenna Nets Post-Route=0, final number of max-transition violations=0, Distinct cells, synth=18, RSZ-0062 raised after global routing=false, die width=around 80 um, dpl cells=129, area grow syn2layout=-5.272%, post-synthesis area per instance=slightly below 9 um2, global-route wire length before repair=between 1500 and 2000 um, PortBufs=4, Power Density=just over 700 nW/um2, CTS tree=yes, startpoint types=register, Die Area=6400 um2, final std cells w/o fill=133, final WL=1111 um, max_cap viols=0, maximum fanout along the worst path=5, Register Area=201.4 um2, Total GRT Usage=under 10%, filler cell count=a little under 400, Core Util at FP=approximately a fifth, CP arrival=~1700 ps, Core ar.=approximately 3400 um2, CP delay by family, top=simple AND/OR/NAND/NOR gates, DR iter-0 viols=15, dominant logic cell types in the final layout=conb_1, dfxtp_1, ha_1, clkdlybuf4s50_1, Final Power=0.0004773 W, Rows=21, Leak Pwr=approximately 0.36 nW, Tcrit/Tclk final=94.23%, CP endpoint kind=register, CTS Hold Buffers Added=0, share of post-route cells with drive strength above 1=8.046%, Late-Pin Clk Latency=260 ps, Final setup viols=0, Post-Route Utilization=around 20%, YS chip area=711.9 um2, cell count after synthesis=80, worst-path cell chain=inv_1 > ha_1 > or4_4 > and3_1, cell area after synthesis=just over 700 um2, FF-to-FF End=seg_b[0], total number of vias=~350, antenna violations before repair=0, Yosys warnings=22, clk_skew=1.783 ps, chip height=~80 um, Worst Hold Endpoint=seg_a[0], Max Freq=0.6633 GHz, clk sinks=10, DR WL/cell=roughly 8.4 um, Log Warnings=approximately 60, Buf/Inv on CP=1, Root Buffer=clkbuf_4, worst r2r src=digit_selector[0]
==> routing by layer <==
metal  vias to the layer above  share of wire, %  global-route usage [%]  routed length, um
met4                         0                 0                  0.3521                  0
met2                        29                46                   5.136                506
met5                         -                 0                       0                  0
met3                         0                11                   1.932                123
li1                        178                 -                       -                  -
met1                       147                43                   3.320                481
==> stage by stage <==
step / worst slack [ps] / hold slack (ps)
detailed placement: 40.20 / 435.4
global route: 21.65 / 473.3
finish: 92.32 / 448.2
CTS: 32.51 / 451.1
global placement: 53.53 / 431.9
floorplan: 120.3 / 429.0
==> sequential cells by signal, indices dropped and copies added (netlist names) <==
name	flops
seven_segment_data	3
seg_b	1
seg_c	1
seg_a	1
digit_selector	4
==> worst max-delay path by stage <==
stage | from | end | slack (ps) | depth (start not counted)
global route | digit_selector[0] | seg_a[0] | 20 | 4
CTS | digit_selector[0] | seg_b[0] | 30 | 4
finish | digit_selector[0] | seg_b[0] | 90 | 4
==> synth_stat cells <==
cell type | instances | area (um2)
a21boi_0 | 1 | 7.510
a21oi_1 | 1 | 5.000
and3_1 | 3 | 18.77
buf_4 | 46 | 345.3
conb_1 | 1 | 3.750
dfxtp_1 | 10 | 200.2
ha_1 | 4 | 50.05
inv_1 | 3 | 11.26
nand2_1 | 1 | 3.750
nand3_1 | 1 | 5.000
nand3b_1 | 1 | 7.510
nor2_1 | 1 | 3.750
nor3_1 | 2 | 10.01
o21ai_0 | 1 | 5.000
o31ai_1 | 1 | 7.510
or4_1 | 1 | 7.510
or4_4 | 1 | 11.26
xnor2_1 | 1 | 8.760
==> report_power, final <==
group	internal (W)	leakage, nW	total (W)	switching [W]
Combinational	0	0.255	0.00000714	0.00000714
Clock	0.000138	0.0210	0.000221	0.0000832
Sequential	0.000249	0.0810	0.000249	0
==> logic make-up (layout without fill, tap and decap cells) <==
family                     Yosys count  count (layout)  share of synthesized area, %
buffers and inverters               49              12                         50.09
and+or+nand+nor                     11              11                         9.490
DFF                                 10              10                         28.12
adders and majority gates            4               4                         7.030
AOI/OAI and AO/OA                    4               4                         3.514
other                                1              45                        0.5267
xor gates and xnor gates             1               1                         1.230
==> timing repair <==
action / 4_1_cts / 5_1_grt
endpoints found under the hold margin: 0 / 0
setup endpoints to repair: 0 / 3
gates resized: 0 / 1
==> final cells by class <==
class                           count  share of cell area, %
Sequential cell                    10                  29.87
Inverter                            3                  1.670
Multi-Input combinational cell     65                  47.50
Tap cell                           46                  8.534
Clock buffer                        4                  5.380
Timing Repair Buffer                5                  7.050
Power is estimated from default activity; no workload was simulated.
